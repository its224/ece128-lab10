--- flow/config.mk ---
export PLATFORM = sky130hd
export DESIGN_NAME = ram
export DESIGN_NICKNAME = ram
export VERILOG_FILES = /design/flow/design.v
export SDC_FILE = /design/flow/constraint.sdc
export NUM_CORES = 4
export LEC_CHECK = 1
export CORE_UTILIZATION = 30
--- flow/constraint.sdc ---
current_design ram

set clk_period 4.6
set clk_io_pct 0.2

create_clock -name clk0 -period $clk_period [get_ports {i_clk}]

set non_clock_inputs [all_inputs -no_clocks]
set_input_delay [expr $clk_period * $clk_io_pct] -clock clk0 $non_clock_inputs
set_output_delay [expr $clk_period * $clk_io_pct] -clock clk0 [all_outputs]
--- flow/design.v ---
`timescale 1ns / 1ps
module ram(i_clk, i_rst, i_write_en, i_addr, i_write_data, o_read_data);
input i_clk, i_rst, i_write_en;
input [2:0] i_addr;
input [7:0] i_write_data;
output reg [7:0] o_read_data;
reg[7:0] mem[0:7];
integer i;
always @ (posedge i_clk) begin
    if(i_rst) begin
        for(i=0; i<8; i=i+1) begin
            mem[i] <= 0;
        end
    end
    else begin
        if(i_write_en)
            mem[i_addr] <= i_write_data;
        else
            o_read_data <= mem[i_addr];
        end
    end
endmodule
--- flow/run.sh ---
#!/bin/bash
# OpenROAD 26Q1-2900-gdf79404cd8, Yosys 0.63+post, stock flow scripts
make -C /OpenROAD-flow-scripts/flow DESIGN_CONFIG=/design/flow/config.mk WORK_HOME=/design/flow/orfs finish
==> impl_summary.log <==
[report] extracting results
[metrics] fill count: about 970
[metrics] Distinct cells, synth: 19
[metrics] dpl cells: about 350
[metrics] vias per cell: between 4 and 5
[metrics] critical path peak fanout: 18
[metrics] capture instance of the worst register-to-register path: o_read_data[4]$_DFFE_PP_
[metrics] Final Instance Count excl. Fillers: 359
[metrics] floorplan row count: 37
[metrics] number of endpoints failing setup at the final stage: 0
[metrics] hold path startpoint: mem[6][0]$_SDFFCE_PN0P_
[metrics] Clock H-tree levels: 3
[metrics] total global routing track utilization: 0.131
[metrics] detailed-route wire length per cell: between 15 and 20 µm
[metrics] WP data required: around 4.6 ns
[metrics] clock root buffer: sky130_fd_sc_hd__clkbuf_8
[metrics] relative slew slack: 0.387
[metrics] number of global-route vias before repair: roughly 1900
[metrics] drt initial violations: around 77
[metrics] floorplan die height: 106 µm
[metrics] iteration tally of the first detailed-router pass: 4
[metrics] antenna violations before repair: 0
[metrics] final weighted congestion in routability-driven placement: 0.840
[metrics] area of the core region: about 10000 µm²
[metrics] post-synthesis instance total: 203
[metrics] dominant kind of combinational cell: multiplexers
[metrics] total DRC errors in the routed layout: 0
[metrics] I/O pins: 22
[metrics] mux frac, synth: 0.152
[metrics] area growth from synthesis to layout: 12.8%
[metrics] slew at the pin with the worst max-slew slack: between 0.9 and 1 ns
[metrics] maximum ir drop on the vdd rail: between 0.1 and 0.15 mV
[metrics] number of synthesis warnings: 1
[metrics] post-CTS setup-driven buffer insertion count: 0
[metrics] final-layout setup total negative slack: 0 ns
[metrics] final clock skew: around 0.0065 ns
[metrics] IO Port Bufs: 21
[metrics] slack of the worst reg-to-reg path: around 3.2 ns
[metrics] maximum single-stage delay on the critical path: around 0.92 ns
[metrics] synthesized chip area reported by yosys: roughly 3300 µm²
[metrics] proportion of layout cells with a drive suffix above 1: 0.143
[metrics] Post-DP HPWL: about 4.5 mm
[metrics] top achievable clock speed: roughly 310 MHz
[metrics] largest net degree at the start of global routing: 21
[metrics] r2r worst-path depth: 2
[metrics] number of gates resized after CTS: 0
[metrics] post-detailed-route count of antenna-violating nets: 0
[metrics] total buffers and inverters traversed by the critical path: 1
[metrics] Log Warnings: 25
[metrics] critical-path cell with the highest stage delay: sky130_fd_sc_hd__clkdlybuf4s50_1
[metrics] cells in synth_stat.txt: a little over 200
[metrics] static leakage: about 1.1 nW
[metrics] number of antenna diodes: 0
[metrics] CTS tree: built
[metrics] clock transition time at the flip-flop clock pins of the worst setup and hold paths: roughly 0.070 ns
[metrics] Hold EP: o_read_data[0]$_DFFE_PP_
[metrics] path type of the worst min-delay path: reg2reg
[metrics] FA/HA/MAJ Cells, Area Fraction: 0
[metrics] post-layout min period: between 3 and 4 ns
[metrics] vias: ~1800
[metrics] total routed wirelength: roughly 6.4 mm
[metrics] max-slew violations: 0
[metrics] setup repair after global routing missed its margin: no
[metrics] Arr. time, crit path: 3.18 ns
[metrics] cell depth of the worst hold path: 2
[metrics] fraction of the mapped netlist area in simple logic gates: 0.111
[metrics] clk sinks: 72
[metrics] type of destination of the critical path: flop
[metrics] post-layout period usage: 0.699
[metrics] area enclosed by the die boundary: between 10000 and 15000 µm²
[metrics] Syn Std Cell Area: roughly 3300 µm²
[metrics] die boundary width: 106 µm
[metrics] number of CTS-inserted buffers: 9
[metrics] run status: complete, no violations
[metrics] Synth Register Bits: ~72
[metrics] cells traversed along the worst timing path: clkdlybuf4s50_1 -> nand2b_1 -> o21bai_1
[metrics] reg-to-reg startpoint: mem[2][4]$_SDFFCE_PN0P_
[metrics] hold-fix buffers at CTS: 0
[metrics] latest clock arrival within the worst-skew pair: about 0.34 ns
[metrics] Floorplan Utilization: 0.313
[metrics] startpoint class of the critical path: input pin
[metrics] category of the critical setup timing path: in2reg
[metrics] post-synthesis sequential area ratio: 0.664
[metrics] Top delay family on crit path: buffers and inverters
[metrics] power density over cell area: approximately 350 nW/µm²
[metrics] Mapped Avg Cell Area: ~16 µm²
[metrics] Final Hold Fails: 0
[metrics] total of max-cap violations: 0
[metrics] global-route wire length before repair: between 10 and 15 mm
[metrics] maximum root-to-sink buffer count: 2
[metrics] post-synthesis compound-gate area fraction: 0.0184
[metrics] area share of xor/xnor cells in the synthesized design: 0
[metrics] overflow left after global routing: 0
[metrics] Power, Total: roughly 0.0013 W
## stage by stage
| stage | utilization | worst slack [ns] | instance area, µm² | hold slack, ns |
|---|---|---|---|---|
| 2_1_floorplan | - | 2.05 | 3260 | 0.716 |
| 3_3_place_gp | 0.339 | 1.05 | 3540 | 0.737 |
| 3_5_place_dp | 0.339 | 1.01 | 3540 | 0.742 |
| 4_1_cts | 0.353 | 1.33 | 3680 | 0.763 |
| 5_1_grt | 0.353 | 1.14 | 3680 | 0.781 |
| 6_report | 0.353 | 1.39 | 3680 | 0.757 |
## registers in the layout, indices dropped and copies added (netlist names)
name	flops
mem	64
o_read_data	8
## cells in the mapped netlist
| library cell | number | area, µm² |
|---|---|---|
| sky130_fd_sc_hd__nand2b_1 | 2 | 12.5 |
| sky130_fd_sc_hd__mux2_2 | 4 | 45.0 |
| sky130_fd_sc_hd__mux4_1 | 8 | 210 |
| sky130_fd_sc_hd__mux2_4 | 4 | 60.1 |
| sky130_fd_sc_hd__o21bai_1 | 8 | 60.1 |
| sky130_fd_sc_hd__or3b_1 | 1 | 8.76 |
| sky130_fd_sc_hd__nor2_1 | 1 | 3.75 |
| sky130_fd_sc_hd__nor3_1 | 64 | 320 |
| sky130_fd_sc_hd__edfxtp_1 | 72 | 2160 |
| sky130_fd_sc_hd__clkbuf_1 | 1 | 3.75 |
| sky130_fd_sc_hd__nand3b_1 | 1 | 7.51 |
| sky130_fd_sc_hd__nand2_1 | 1 | 3.75 |
| sky130_fd_sc_hd__buf_2 | 10 | 50.1 |
| sky130_fd_sc_hd__buf_4 | 3 | 22.5 |
| sky130_fd_sc_hd__or2_1 | 1 | 6.26 |
| sky130_fd_sc_hd__buf_8 | 1 | 15.0 |
| sky130_fd_sc_hd__buf_6 | 5 | 56.3 |
| sky130_fd_sc_hd__mux4_2 | 8 | 180 |
| sky130_fd_sc_hd__clkinv_1 | 8 | 30.0 |
## power by group
part | leakage [nW] | switching, W | internal [W]
sequential | 0.689 | 0.0000122 | 0.000765
combinational | 0.368 | 0.0000656 | 0.0000581
clock | 0.0729 | 0.000203 | 0.000182
total | 1.13 | 0.000281 | 0.00101
## cell families after synthesis
kind of cell	after synthesis
AND-OR/OR-AND	8
buffers and inverters	28
flip-flops	72
multiplexers	24
AND/OR/NAND/NOR	71
## layer usage
metal / share of wire / track usage
met2: 0.47 / 0.198
met3: 0.085 / 0.0650
met1: 0.42 / 0.185
met4: 0.021 / 0.0179
met5: 0 / 0
## worst max path at each step
stage / end / start / depth (start not counted)
after CTS: mem[6][6]$_SDFFCE_PN0P_ / i_addr[1] / 3
after global routing: mem[6][6]$_SDFFCE_PN0P_ / i_addr[1] / 3
final: mem[6][6]$_SDFFCE_PN0P_ / i_addr[1] / 3
## worst min-delay path: cells and delay by family, from the launching register on
family,cells,cell delay [ns]
mux,2,0.33
flops,1,0.32
## cell usage in the layout, fill, tap and decap left out
master / instances
sky130_fd_sc_hd__nand2b_1: 2
sky130_fd_sc_hd__mux2_2: 4
sky130_fd_sc_hd__nand3b_1: 1
sky130_fd_sc_hd__clkbuf_1: 1
sky130_fd_sc_hd__nor3_1: 64
sky130_fd_sc_hd__mux2_4: 4
sky130_fd_sc_hd__or2_1: 1
sky130_fd_sc_hd__clkinv_2: 1
sky130_fd_sc_hd__or3b_1: 1
sky130_fd_sc_hd__edfxtp_1: 72
sky130_fd_sc_hd__clkdlybuf4s50_1: 21
sky130_fd_sc_hd__buf_4: 6
sky130_fd_sc_hd__mux4_2: 8
sky130_fd_sc_hd__clkbuf_8: 9
sky130_fd_sc_hd__mux4_1: 8
sky130_fd_sc_hd__nor2_1: 1
sky130_fd_sc_hd__clkinv_1: 10
sky130_fd_sc_hd__o21bai_1: 8
sky130_fd_sc_hd__nand2_1: 1
## cell type report
type / instances / area [µm²] / area share
Sequential cell: 72 / 2160 / 0.588
Clock inverter: 3 / 12.5 / 0.00340
Timing Repair Buffer: 27 / 255 / 0.0694
Clock buffer: 10 / 128 / 0.0347
Multi-Input combinational cell: 103 / 918 / 0.250
Inverter: 8 / 30.0 / 0.00817
Tap cell: 136 / 170 / 0.0463
Power is estimated from default activity; no workload was simulated.
