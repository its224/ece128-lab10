$ cat design.v
`timescale 1ns / 1ps
module FA1(Cout, S, A, B, Cin);
    input A, B, Cin;
    output Cout, S;
    wire S1, C1, C2;
    xor(S1, A, B);
    and(C1, A, B);
    xor(S, S1, Cin);
    and(C2, S1, Cin);
    or(Cout, C1, C2);
endmodule
module Node1(HCout, VCout, A, B, HCin, VCin);
    input A, B, HCin, VCin;
    output HCout, VCout;
    wire W1;
    assign W1 = A&B;
    FA1 fa1(HCout, VCout, W1, VCin, HCin);
endmodule
module multiplier(p, a, b);
    input [3:0] a, b;
    output [7:0] p;
    wire [3:0] sum0, sum1, sum2, sum3, sum4, sum5, sum6;
    wire [3:0] c0, c1, c2, c3, c4, c5, c6;
    Node1 node0(c0[0], sum0[0], a[0], b[0], 0, 0);
    Node1 node1(c1[0], sum1[0], a[1], b[0], c0[0], 0);
    Node1 node2(c2[0], sum2[0], a[2], b[0], c1[0], 0);
    Node1 node3(c3[0], sum3[0], a[3], b[0], c2[0], 0);
    Node1 node4(c1[1], sum1[1], a[0], b[1], 0, sum1[0]);
    Node1 node5(c2[1], sum2[1], a[1], b[1], c1[1], sum2[0]);
    Node1 node6(c3[1], sum3[1], a[2], b[1], c2[1], sum3[0]);
    Node1 node7(c4[1], sum4[1], a[3], b[1], c3[1], c3[0]);
    Node1 node8(c2[2], sum2[2], a[0], b[2], 0, sum2[1]);
    Node1 node9(c3[2], sum3[2], a[1], b[2], c2[2], sum3[1]);
    Node1 node10(c4[2], sum4[2], a[2], b[2], c3[2], sum4[1]);
    Node1 node11(c5[2], sum5[2], a[3], b[2], c4[2], c4[1]);
    Node1 node12(c3[3], sum3[3], a[0], b[3], 0, sum3[2]);
    Node1 node13(c4[3], sum4[3], a[1], b[3], c3[3], sum4[2]);
    Node1 node14(c5[3], sum5[3], a[2], b[3], c4[3], sum5[2]);
    Node1 node15(c6[3], sum6[3], a[3], b[3], c5[3], c5[2]);
    assign p[0] = sum0[0];
    assign p[1] = sum1[1];
    assign p[2] = sum2[2];
    assign p[3] = sum3[3];
    assign p[4] = sum4[3];
    assign p[5] = sum5[3];
    assign p[6] = sum6[3];
    assign p[7] = c6[3];
endmodule
$ cat run.sh
#!/bin/bash
# OpenROAD 26Q1-2900-gdf79404cd8, Yosys 0.63+post, stock flow scripts
make -C /OpenROAD-flow-scripts/flow DESIGN_CONFIG=/design/flow/config.mk WORK_HOME=/design/flow/orfs finish
$ cat config.mk
export PLATFORM = sky130hd
export DESIGN_NAME = multiplier
export DESIGN_NICKNAME = multiplier
export VERILOG_FILES = /design/flow/design.v
export SDC_FILE = /design/flow/constraint.sdc
export NUM_CORES = 4
export LEC_CHECK = 1
export CORE_AREA = 10 10 70 70
export DIE_AREA = 0 0 80 80
$ cat constraint.sdc
current_design multiplier

set clk_period 6.8
set clk_io_pct 0.2

create_clock -name clk0 -period $clk_period

set non_clock_inputs [all_inputs -no_clocks]
set_input_delay [expr $clk_period * $clk_io_pct] -clock clk0 $non_clock_inputs
set_output_delay [expr $clk_period * $clk_io_pct] -clock clk0 [all_outputs]
==> CHANGELOG.md <==
### Changed

* Vias in the first global route at 361
* Largest cells by area: fa_1, and2_1, buf_4
* Fmax at 0.151 GHz
* Logic pwr share at 100.0%
* Post-Route WL at 824 µm
* Initial antenna violation count at 0
* Area Growth Syn to Fin at 50.2%
* Post-route ant nets at 0
* Distinct cell type count after synthesis at 6
* Pwr Density at around 74 nW/µm²
* Via count at 299
* Synth area leader: fa_1
* Input/output buffers at 16
* # setup viols final at 0
* Share of cells above drive strength 1 at about 15%
* Crit path max-delay family: adder cells
* Max VDD drop at 0.0000109 V
* Part of the power in the clock network at 0%
* # DRC at 0
* Drt via density at 2.85
* Crit. Startpoint: a[0]
* Setup crit end kind: output port
* Chip width at around 80 µm
* Max-Cap Viols at 0
* Post-synth top area share at 40.1%
* Final period utilization at 97.2%
* Syn_area_per_cell at 8.49 µm²
* Hold Path Class: in -> out
* Total die size at 6400 µm²
* Worst-Margin Slew at ~0.13 ns
* Req. time, crit path at ~5.4 ns
* Switching fraction of total power at 34.9%
* Util after Layout at between 10% and 20%
* Total Neg Setup Slack at 0 ns
* # rows at 21
* RSZ-0062 raised after global routing: no
* Post-synthesis cell area at 399 µm²
* CTS Hold Bufs at 0
* DP Wirelength at 773 µm
* P_sw at between 0.000015 and 0.00002 W
* Setup slack at placement at -0.190 ns
* Synth Instances at 47
* Status: completed
* Flip-flops at 0
* Core Footprint at about 3400 µm²
* Routed len/inst at 7.85 µm
* First-pass iteration count of the detailed router at 2
* Global-route wire length before repair at between 1500 and 2000 µm
* Diode count at 0
* Count of clock buffers in the final design at 0
* Drt first-iter violations at 4
* CP arrival at 5.25 ns
* OpenROAD warning count at 32
* Crit-path cells: clkdlybuf4s50_1 > and2_1 > ha_1 > fa_2 > inv_2 > fa_1 > fa_2 > fa_1 > inv_1 > fa_1 > inv_1 > fa_2 > inv_1 > clkdlybuf4s50_1
* Hold path start: b[1]
* # IOs at 16
* Fp util at 11.7%
* Ys Warns at 8
* Final setup margin at 0.191 ns
* Synth top cells by count: and2_1, inv_1, buf_4, fa_1, nand2_1
* Synthesis area per yosys at 399 µm²
* Min Tclk post-route at 6.61 ns
* Static Leakage at 0.301 nW
* Die height at 80 µm
* Crit start category: primary input
* Worst path max stage delay at about 0.46 ns
* Crit path buffers/inverters at 6
* Ys cells at 47
* GR Overflow Total at 0
* GRT Total Usage at around 2.9%
* Power share of the sequential group at 0%
* Largest net degree at the start of global routing at 5
* Final Slew Violations at 0
* Critical path's slowest cell: clkdlybuf4s50_1
* Slew headroom at 91.0%
* Final Hold Viols at 0
* WS Path Type: in -> out
* Synth Seq Share at 0%
* Storage cell area at 0 µm²
* RePlAce Congestion at 0.755
* CP Max Fanout at 2
* Setup Buffers After CTS at 0
* Internal at 0.0000288 W
-- kinds of logic (layout without fill, tap and decap cells) --
kind of cell | count (synthesis) | after routing | synth area share [%]
buffers and inverters | 19 | 31 | 25.4
and+or+nand+nor | 16 | 16 | 21.9
adders and majority gates | 12 | 12 | 52.7
-- cells in the final DEF, fill, tap and decap left out, types with 2 or more instances in the layout --
| cell type | Yosys | final |
|---|---|---|
| and2_1 | 11 | 11 |
| buf_4 | 8 | 4 |
| clkdlybuf4s50_1 | 0 | 12 |
| dlygate4sd2_1 | 0 | 2 |
| dlymetal6s2s_1 | 0 | 2 |
| fa_1 | 8 | 4 |
| fa_2 | 0 | 4 |
| ha_1 | 4 | 4 |
| inv_1 | 11 | 10 |
| nand2_1 | 5 | 5 |
-- through the flow --
| step | hold WS, ns | cell area [µm²] | instances | total power [W] |
|---|---|---|---|---|
| 3_3_place_gp | 3.85 | 587 | 105 | 0.0000462 |
| 6_report | 3.56 | 599 | 105 | 0.0000443 |
| 4_1_cts | 3.73 | 589 | 105 | 0.0000458 |
| 2_1_floorplan | 2.90 | 399 | 47 | 0.0000283 |
| 5_1_grt | 3.62 | 599 | 105 | 0.0000529 |
| 3_5_place_dp | 3.83 | 587 | 105 | 0.0000460 |
-- worst paths after layout --
kind                  endpoint  slack (ns)  cells past startpoint
worst max-delay path      p[5]        0.19                     14
worst min-delay path      p[1]        3.56                      4
-- tightest hold or removal path, stage by stage --
cell and delay [ns]:
dlymetal6s2s_1 0.10, and2_1 0.13, ha_1 0.14, clkdlybuf4s50_1 0.47
-- area by class of cell --
class,instances,area [µm²]
multi-input cells,28,308
repair buffers,20,193
inverters,11,41.3
fillers,384,2820
well taps,46,57.6
-- power groups by stage --
stage / clock [W] / combinational [W] / sequential [W]
final: 0 / 0.0000443 / 0
after CTS: 0 / 0.0000458 / 0
after global routing: 0 / 0.0000529 / 0
-- per-layer routing --
metal | global-route usage, % | up-vias | part of all wire, %
met5 | 0 | - | 0
met4 | 0 | 0 | 0
met3 | 0.341 | 0 | 7.6
met2 | 6.18 | 7 | 54
met1 | 3.13 | 142 | 39
li1 | - | 150 | -
-- timing repair --
| item | CTS | global route |
|---|---|---|
| pin swaps | 2 | 3 |
| setup endpoints to repair | 2 | 3 |
| gates resized | 4 | 5 |
Power figures rest on the tool's default switching activity, not on a simulated workload.
